==> design/flow/design.v <==
module Chip8 (
output high,
output low,
input clock,
output[7:0] led,
input btn0,
output [3:0] keypad_out,
input [3:0] keypad_in,
output timing
);
assign timing = c0;
assign led[3:0] = key;
assign led[7:4] = keypad_in;
reg aclr_a, aclr_b, aclr;
wire clock_a, clock_b, clock_m;
wire[63:0] data_a, q_a, q_b;
reg[63:0] data_b;
reg wren_a, wren_b, wren;
reg[4:0] address_b;
wire[4:0] address_a;
reg[12:0] address;
wire [7:0] q;
reg[7:0] data;
VRAM vram(	
	aclr_a,
	aclr_b,
	address_a,
	address_b,
	clock_a,
	clock_b,
	data_a,
	data_b,
	wren_a,
	wren_b,
	q_a,
	q_b);
NTSC_out out(address_a, q_a, clock_a, clock, high, low);
Memory mem (
	aclr,
	address,
	clock_m,
	data,
	wren,
	q);
Keypad keypad(keypad_in, keypad_out, key, c1, isPressed);
assign clock_m = c1;	
assign clock_b = c1;
reg[3:0] state;
reg[15:0] PC = 16'd512, IR, I;
reg[7:0] V[16];
reg[7:0] SP;
reg[15:0] stack[16];
reg[7:0] sound_timer, delay_timer;
reg[8:0] acc;
reg[7:0] rnd = 8'd1;
reg[63:0] lineBuffer;
reg[63:0] sprLineBuffer;
reg[7:0] counter;
wire[3:0] key;
wire isPressed;
parameter START = 4'd0;
parameter FETCH_1 = 4'd1;
parameter FETCH_2 = 4'd2;
parameter FETCH_3 = 4'd3;
parameter DECODE = 4'd4;
parameter INCR = 4'd5;
parameter DISP_1 = 4'd6;
parameter DISP_2 = 4'd7;
parameter BCD_1 = 4'd8;
parameter DISP_3 = 4'd9;
parameter DISP_4 = 4'd10;
parameter RAMREAD_1 = 4'd11;
parameter RAMREAD_2 = 4'd12;
wire[11:0] nnn;
wire[3:0] n, x, y, op;
wire[7:0] kk;
assign nnn = IR[11:0];
assign n = IR[3:0];
assign x = IR[11:8];
assign y = IR[7:4];
assign kk = IR[7:0];
assign op = IR[15:12];
reg[3:0] freq;
reg nclk;
always @(posedge btn0) begin
end
always @(negedge c0) begin
	freq = freq + 4'd1;
	if(freq == 4'd5) begin
		nclk = ~nclk;
		freq = 4'd0;
	end
end
wire nnclk;
reg enable = 1'd1;
assign nnclk = nclk & enable;
always @(negedge c0) begin
	case(state) 
		START : begin
			counter = 8'd0;
			acc = 9'd0;
			wren = 1'd0;
			wren_b = 1'd0;
			state = FETCH_1;
		end
		FETCH_1 : begin
			address = PC;
			state = FETCH_2;
		end
		FETCH_2 :  begin
			IR[15:8] = q;
			address = PC + 16'd1;
			state = FETCH_3;
		end
		FETCH_3 : begin
			IR[7:0] = q;
			state = DECODE;
		end
		DECODE : begin
			state = INCR;
			case (op)
				4'h0 : begin
					case (n)
						4'h0 : begin
						address_b = counter;
							if(counter != 8'd32) begin
								wren_b = 1'd1;
								data_b = 64'd0;
								state = DECODE;
							end
							else if(q_b == 64'd0) state = INCR;
							else begin
								counter = 8'd0;
								state = DECODE;
							end
							counter = counter + 8'd1;
						end
						4'hE : begin
							SP = SP - 8'd1;
							PC = stack[SP];
						end
					endcase
				end
				4'h1 : begin
					PC = nnn;
					state = START;
				end
				4'h2 : begin
					stack[SP] = PC;
					SP = SP + 8'd1;
					PC = nnn;
					state = START;
				end
				4'h3 : if(V[x] == kk) PC = PC + 16'd2;
				4'h4 : if(V[x] != kk) PC = PC + 16'd2;
				4'h5 : if(V[x] == V[y]) PC = PC + 16'd2;
				4'h6 : V[x] = kk;
				4'h7 : V[x] = V[x] + kk;
				4'h8 : begin
					case(n)
						4'h0 : V[x] = V[y];
						4'h1 : V[x] = V[x] | V[y];
						4'h2 : V[x] = V[x] & V[y];
						4'h3 : V[x] = V[x] ^ V[y];
						4'h4 : begin 
							acc = 9'd0 + V[x] + V[y];
							V[15][0] = acc[8];
							V[15][7:1] = 7'd0;
							V[x] = acc[7:0];
						end
						4'h5 : begin 
							acc = 9'd0 + V[x] - V[y];
							V[15][0] = ~acc[8];
							V[15][7:1] = 7'd0;
							V[x] = acc[7:0];
						end
						4'h6 : begin
							V[15][0] = V[x][0];
							V[15][7:1] = 7'd0;
							V[x] = V[x] >> 8'd1;
						end
						4'h7 : begin 
							acc = 9'd0 + V[y] - V[x];
							V[15][0] = ~acc[8];
							V[15][7:1] = 7'd0;
							V[x] = acc[7:0];
						end
						4'hE : begin
							V[15][0] = V[x][7];
							V[15][7:1] = 7'd0;
							V[x] = V[x] << 1;
						end
					endcase
				end
				4'h9 : if(V[x] != V[y]) PC = PC + 16'd2;
				4'hA : I = nnn;
				4'hB : begin
					PC = nnn + V[0];
					state = START;
					end
				4'hC : V[x] = rnd & kk;
				4'hD : begin  
					wren_b = 1'd0;
					address_b = V[y] + counter + 13'd1;
					address = I + counter;
					sprLineBuffer = 63'd0;
					lineBuffer = 63'd0;				
					if(counter == n) state = DISP_4;
					else state = DISP_1;
				end
				4'hE : begin
					case(n)
						4'hE : begin
							if(V[x] == key && isPressed == 1'd1) PC = PC + 13'd2;
						end
						4'h1 : begin
							if(V[x] != key || isPressed != 1'd1) PC = PC + 13'd2;
						end
					endcase
				end
				4'hF : begin
					case (kk)
						8'h07 : V[x] = delay_timer;
						8'h0A : begin
							if(isPressed == 1'd1) V[x] = key;
							else state = DECODE;
						end
						8'h15 : delay_timer = V[x];
						8'h18 : sound_timer = V[x];
						8'h1E : I = I + V[x];
						8'h29 : I = V[x] * 8'd5;
						8'h33 : begin  
							case (counter)
								8'd0 : data = hundreds;
								8'd1 : data = tens;
								8'd2 : data = ones;
							endcase							
							if(counter == 8'd3) state = INCR;
							else begin
								state = BCD_1;
								wren = 1'd1;
								address = I + counter;
							end
						end
						8'h55: begin
							if(counter > x) state = INCR;
							else begin
								state = BCD_1;
								address = I + counter;
								wren = 1'd1;
								data = V[counter];
							end
						end
						8'h65: begin
							address = I + counter;
							if(counter > x) state = INCR;
							else state = RAMREAD_1;							
						end
					endcase
				end
			endcase
		end
		INCR : begin
			PC = PC + 16'd2;
			state = START;
		end
		DISP_1 : begin
			sprLineBuffer[63:56] = q;
			lineBuffer = q_b;
			state = DISP_2;
		end
		DISP_2 : begin
			counter = counter + 8'd1;
			state = DISP_3;
			sprLineBuffer = sprLineBuffer >> V[x];
		end
		DISP_3 : begin
			wren_b = 1'd1;
			data_b = lineBuffer ^ sprLineBuffer;
			acc[0] = acc[0] | (|(lineBuffer & sprLineBuffer));
			V[4'hF] = acc[7:0];
			state = DECODE;
		end
		DISP_4 : begin
			V[4'hF] = acc[7:0];
			state = INCR;
		end
		BCD_1 : begin
			wren = 1'd0;
			counter = counter + 8'd1;
			state = DECODE;
		end
		RAMREAD_1 : begin
			V[counter] = q;
			state = RAMREAD_2;
		end
		RAMREAD_2 : begin
			counter = counter + 8'd1;
			state = DECODE;
		end
	endcase
	timerCount = timerCount + 16'd1;
	if(timerCount == 16'd167) begin
		timerCount = 16'd0;
		if(delay_timer != 0) delay_timer = delay_timer - 8'd1;
		if(sound_timer != 0) sound_timer = sound_timer - 8'd1;
		ledUpdate = ledUpdate + 16'd1;		
	end
end
always @(negedge clock) begin
	rnd <= {rnd[6:0], rnd[7] ^ rnd[5] ^ rnd[4] ^ rnd[3]};  
end
wire [7:0] ones, tens, hundreds;
binary_to_BCD bcd (V[x], ones, tens, hundreds);
wire c0, c1;
Timer timer(clock, c0, c1);
reg[15:0] timerCount = 0, ledUpdate = 0;
endmodule
module Keypad (
input[3:0] in,
output reg[3:0] out = 4'b0001,
output reg[3:0] key,
input clock,
output reg isPressed
);
reg btnPress;
always @(posedge clock) begin
if(out != 4'b1000) out <= (out << 1'b1);
else out <= 4'b0001;
if(out == 4'd0) out <= 4'b0001;
end
always @(negedge clock) begin
case (out)
	4'b0001 : begin
		if(in != 4'd0) begin 
			key = in[0] * 4'd0 + in[1] * 4'd1 + in[2] * 4'd2 + in[3] * 4'd3;
			btnPress = 1'd1;
		end
		else btnPress = 1'd0;
	end
	4'b0010 : begin
		if(in != 4'd0) begin 
			key = in[0] * 4'd4 + in[1] * 4'd5 + in[2] * 4'd6 + in[3] * 4'd7;
			btnPress = 1'd1;
		end
	end
	4'b0100 : begin
		if(in != 4'd0) begin 
			key = in[0] * 4'd8 + in[1] * 4'd9 + in[2] * 4'd10 + in[3] * 4'd11;
			btnPress = 1'd1;
		end
	end
	4'b1000 : begin
		if(in != 4'd0) begin 
			key = in[0] * 4'd12 + in[1] * 4'd13 + in[2] * 4'd14 + in[3] * 4'd15;
			isPressed = 1'd1;
		end
		else isPressed = btnPress;
	end
endcase
end
endmodule
module add3(in,out);
input [3:0] in;
output [3:0] out;
reg [3:0] out;
always @ (in)
	case (in)
		4'b0000: out <= 4'b0000;
		4'b0001: out <= 4'b0001;
		4'b0010: out <= 4'b0010;
		4'b0011: out <= 4'b0011;
		4'b0100: out <= 4'b0100;
		4'b0101: out <= 4'b1000;
		4'b0110: out <= 4'b1001;
		4'b0111: out <= 4'b1010;
		4'b1000: out <= 4'b1011;
		4'b1001: out <= 4'b1100;
		default: out <= 4'b0000;
	endcase
endmodule
module binary_to_BCD(A,ONES,TENS,HUNDREDS);
input [7:0] A;
output [3:0] ONES, TENS;
output [1:0] HUNDREDS;
wire [3:0] c1,c2,c3,c4,c5,c6,c7;
wire [3:0] d1,d2,d3,d4,d5,d6,d7;
assign d1 = {1'b0,A[7:5]};
assign d2 = {c1[2:0],A[4]};
assign d3 = {c2[2:0],A[3]};
assign d4 = {c3[2:0],A[2]};
assign d5 = {c4[2:0],A[1]};
assign d6 = {1'b0,c1[3],c2[3],c3[3]};
assign d7 = {c6[2:0],c4[3]};
add3 m1(d1,c1);
add3 m2(d2,c2);
add3 m3(d3,c3);
add3 m4(d4,c4);
add3 m5(d5,c5);
add3 m6(d6,c6);
add3 m7(d7,c7);
assign ONES = {c5[2:0],A[0]};
assign TENS = {c7[2:0],c5[3]};
assign HUNDREDS = {c6[3],c7[3]};
endmodule
==> design/flow/run.sh <==
#!/bin/bash
# OpenROAD 26Q1-2900-gdf79404cd8, Yosys 0.63+post, stock flow scripts
make -C /OpenROAD-flow-scripts/flow DESIGN_CONFIG=/design/flow/config.mk WORK_HOME=/design/flow/orfs finish
==> design/flow/config.mk <==
export PLATFORM = sky130hd
export DESIGN_NAME = binary_to_BCD
export DESIGN_NICKNAME = binary_to_BCD
export VERILOG_FILES = /design/flow/design.v
export SDC_FILE = /design/flow/constraint.sdc
export NUM_CORES = 4
export LEC_CHECK = 1
export CORE_AREA = 10 10 70 70
export DIE_AREA = 0 0 80 80
==> design/flow/constraint.sdc <==
current_design binary_to_BCD

set clk_period 6.3
set clk_io_pct 0.2

create_clock -name clk0 -period $clk_period

set non_clock_inputs [all_inputs -no_clocks]
set_input_delay [expr $clk_period * $clk_io_pct] -clock clk0 $non_clock_inputs
set_output_delay [expr $clk_period * $clk_io_pct] -clock clk0 [all_outputs]
==> impl_metrics.tcl <==
# yosys + openroad results
set metrics [dict create \
    period_needed_ns 5.30 \
    topCombFamilyByArea "AND-OR/OR-AND gates" \
    grt_start_max_net_pins 24 \
    num-fill-cells 392 \
    startpoint_type "input pin" \
    die_h_um 80 \
    compound_area_share_pct 41.0 \
    dpl.hpwl_mm 1.47 \
    logic_area_um2 598 \
    dieArea_um2 6400 \
    max_stage_delay_ns 0.97 \
    ff_count 0 \
    crit_start "A[6]" \
    crit_top_cell "clkdlybuf4s50_1" \
    hold_path.class "in -> out" \
    synth_chip_area_um2 704 \
    grt_usage_pct 5.75 \
    clock_buffers 0 \
    xor_share_pct 4.97 \
    fin_util_pct 24.8 \
    syn_avg_cell_area_um2 6.46 \
    syn_area_um2 704 \
    viasPerCell 5.08 \
    synthMuxAreaShare_pct 0 \
    fmax_ghz 0.189 \
    syn_to_final_growth_pct 20.1 \
    antenna_found_initial 0 \
    crit_arrival_ns 4.04 \
    finalHoldViolCount 0 \
    crit_buf_inv 2 \
    holdBufCountCts 0 \
    dr.pass1.iters 4 \
    cp-end-kind "output port" \
    yosysSeqAreaShare_pct 0 \
    yosys_cells 109 \
    worst_ep_required_time_ns 5.04 \
    maxCapViolCount 0 \
    cts_resized 0 \
    numPortBuffers 16 \
    core_area_um2 3420 \
    ios 18 \
    total_power_uw 64.3 \
    pwr_density_cell_nw_per_um2 76.1 \
    grt_pass1_vias 707 \
    gp_congestion 0.882 \
    ant_nets 0 \
    hp-start "A[0]" \
    critical_path_class "in -> out" \
    gr-total-overflow 0 \
    crit_family "buffers and inverters" \
    drive_gt1_share_pct 5.26 \
    max-vdd-ir-drop_mv 0.0284 \
    syn_inst 109 \
    final-seq-area_um2 0 \
    tightest_slew_ns 0.765 \
    finalSetupTns_ns 0 \
    drtIter0Drc 29 \
    critPathSlowestCell "clkdlybuf4s50_1" \
    grt_pass1_wl_mm 3.19 \
    rsz0062_at_grt "no" \
    final_min_period_over_clock_period_pct 84.1 \
    drc 0 \
    warnings 32 \
    outcome "complete, no violations" \
    totalWireLength_mm 2.01 \
    rows 21 \
    yosys_warnings 1 \
    die_w_um 80 \
    cts_setup_buffers 0 \
    simple_gate_share_pct 38.9 \
    relSlewSlack_pct 48.8 \
    cp_cell_sequence "clkdlybuf4s50_1 > nor3b_1 > a22o_1 > a222oi_1 > nor4b_2 > a2bb2oi_2 > clkdlybuf4s50_1" \
    setup_violations 0 \
    dr_total_vias 812 \
    synth.distinct_cells 45 \
    initial_core_util_pct 20.6 \
    cp_max_fo 23 \
    slew_violations 0 \
    wl_per_cell_um 12.6 \
    ys_sh_adder_pct 0 \
    leakagePower_nw 0.283 \
    diodes 0 \
]
-- cell type report --
| type | count | area share [%] |
|---|---|---|
| repair buffers | 17 | 19.8 |
| inverters | 6 | 2.66 |
| multi-input cells | 91 | 70.7 |
| well taps | 46 | 6.80 |
-- layout by cell type (no fill, tap or decap), types with 2 or more instances in the layout --
cell type and instances:
nand2_1 11, and3_1 2, o22ai_1 3, or3_1 3, nand2b_1 2, a21oi_1 5
xnor2_1 3, and2_1 2, inv_1 6, nor3b_1 4, nor3_1 5, nand3_1 2
o221ai_1 2, a22oi_1 2, o21ai_0 7, clkdlybuf4s50_1 16, a31oi_1 4, nor2b_1 4
o21a_1 2, o211ai_1 2, nor2_1 5
-- path summary, 6_finish.rpt --
check / to / slack [ns] / cells past startpoint
hold / removal: ONES[0] / 2.52 / 0
setup / recovery: ONES[1] / 1.0 / 7
-- where the power goes --
group | total, mW | switching [mW] | leakage, nW | internal (mW)
sequential | 0 | 0 | 0 | 0
combinational | 0.0643 | 0.0304 | 0.283 | 0.0339
clock | 0 | 0 | 0 | 0
total | 0.0643 | 0.0304 | 0.283 | 0.0339
-- cell families (layout without fill, tap and decap cells) --
family | after synthesis | count (layout)
AND-OR/OR-AND | 40 | 40
buffers and inverters | 18 | 23
AND/OR/NAND/NOR | 47 | 47
XOR/XNOR | 4 | 4
-- Yosys cell counts, types with 2 or more instances --
library cell	n	share of area, %
nand2_1	11	5.9
o21ai_0	7	5.0
inv_1	6	3.2
a21oi_1	5	3.6
nor2_1	5	2.7
nor3_1	5	3.6
a31oi_1	4	3.6
buf_2	4	2.8
nor2b_1	4	3.6
nor3b_1	4	4.3
buf_4	3	3.2
buf_6	3	4.8
o22ai_1	3	2.7
or3_1	3	2.7
xnor2_1	3	3.7
a22oi_1	2	2.1
and2_1	2	1.8
and3_1	2	1.8
clkbuf_1	2	1.1
nand2b_1	2	1.8
nand3_1	2	1.4
o211ai_1	2	2.1
o21a_1	2	2.1
o221ai_1	2	2.5
-- metrics by stage --
stage | setup slack, ns | hold slack [ns] | instance area (um^2) | std cells
after floorplan | 2.47 | 2.59 | 704 | 109
after global placement | 1.05 | 2.52 | 846 | 160
after detailed placement | 1.02 | 2.52 | 846 | 160
after CTS | 1.01 | 2.52 | 846 | 160
after global routing | 0.815 | 2.52 | 846 | 160
final | 0.999 | 2.52 | 846 | 160
-- per-layer routing --
layer | GRT usage, % | part of all wire, % | vias to the layer above
met5 | 0 | 0 | -
met4 | 0 | 0 | 0
met3 | 0.795 | 5.1 | 0
met2 | 8.91 | 46 | 25
met1 | 8.64 | 49 | 370
li1 | - | - | 417
No activity file was given, so power comes from the tool's default toggle rates.
